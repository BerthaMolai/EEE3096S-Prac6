--- /design/flow/design.v ---
`timescale 1ns / 1ps
module CU (clk,rst, instr, result2, operand1, operand2, offset, opcode, sel1, sel3,w_r);
    parameter DATA_WIDTH = 8;  
    parameter ADDR_BITS = 5;  
    parameter INSTR_WIDTH =20; 
    input clk,rst;
    input [INSTR_WIDTH-1:0]instr;
    input [DATA_WIDTH-1:0] result2;
    output reg [DATA_WIDTH-1:0] operand1;
    output reg [DATA_WIDTH-1:0] operand2;
    output reg [DATA_WIDTH-1:0] offset;
    output reg [3:0] opcode;
    output reg sel1, sel3, w_r;
    reg [DATA_WIDTH-1:0] regfile [0:3];
    reg [INSTR_WIDTH-1:0]instruction;
    parameter RESET = 4'b0000;
    parameter DECODE = 4'b0001;
    parameter EXECUTE = 4'b0010;
    parameter MEM_ACCESS = 4'b0100;
    parameter WRITE_BACK = 4'b1000;
    reg [3:0] state = RESET;
    always @(posedge clk) begin
        instruction = instr;
        case (state)
            RESET : begin  
                if (instruction[19:18] == 2'b00)  begin
                    state = RESET; 
                    end else begin
                    state = DECODE;  
                    end
                regfile[0]<= 8'd0;
                regfile[1]<= 8'd1;
                regfile[2]<= 8'd2;
                regfile[3]<= 8'd3;
                operand1 <= #(DATA_WIDTH)'d0;
                operand2 <= #(DATA_WIDTH)'d0;
                offset <= #(DATA_WIDTH)'d0;
                opcode <= 4'b1111;
                sel1 <= 0;
                sel3 <= 0;
                w_r <= 0;
            end
            DECODE : begin  
                state = EXECUTE;  
                if (instruction[19:18] == 2'b1) begin  
                    operand1 <= regfile[instruction[15:14]];  
                    operand2 <= regfile[instruction[13:12]];  
                    offset <= instruction[11:4];
                    opcode <= instruction[3:0];
                   sel1 <= 1;
                    sel3 <= 0;
                    w_r <= 0;
                end else if (instruction[19:18] == 2'b10) begin  
                    operand1 <= regfile[instruction[15:14]];  
                    operand2 <= regfile[instruction[17:16]];  
                    offset <= instruction[11:4];
                    opcode <= instruction[3:0];
                    sel1 <= 0;  
                    sel3 <= 1;  
                    w_r <= 0;
                end else if (instruction[19:18] == 2'b11) begin  
                    operand1 <= regfile[instruction[15:14]];  
                    operand2 <= regfile[instruction[17:16]];  
                    offset <= instruction[11:4];
                    opcode <= instruction[3:0];
                    sel1 <= 1;  
                    sel3 <= 1;  
                    w_r <= 1;
                end
            end
            EXECUTE: begin  
                state = MEM_ACCESS;  
                if (instruction[19:18] == 2'b01) begin  
                    state = WRITE_BACK;
                    operand1 <= regfile[instruction[15:14]];  
                    operand2 <= regfile[instruction[13:12]];  
                    offset <= instruction[11:4];
                    opcode <= instruction[3:0];
                    sel1 <= 1;
                    sel3 <= 0;
                    w_r <= 0;
                end else if (instruction[19:18] == 2'b10) begin  
                    operand1 <= regfile[instruction[15:14]];  
                    operand2 <= regfile[instruction[17:16]];  
                    offset <= instruction[11:4];
                    opcode <= instruction[3:0];
                    sel1 <= 0;  
                    sel3 <= 1;  
                    w_r <= 0;
                end else if (instruction[19:18] == 2'b11) begin  
                    operand1 <= regfile[instruction[15:14]];  
                    operand2 <= regfile[instruction[17:16]];  
                    offset <= instruction[11:4];
                    opcode <= instruction[3:0];
                    sel1 <= 1;  
                    sel3 <= 1;  
                    w_r <= 1;
                end
            end
            MEM_ACCESS: begin  
                state = WRITE_BACK;  
                if (instruction[19:18] == 2'b10) begin  
                    operand1 <= regfile[instruction[15:14]];  
                    operand2 <= regfile[instruction[17:16]];  
                    offset <= instruction[11:4];
                    opcode <= instruction[3:0];
                    sel1 <= 0;  
                    sel3 <= 1;  
                    w_r <= 0;
                end else if (instruction[19:18] == 2'b11) begin  
                    state = DECODE;
                    operand1 <= regfile[instruction[15:14]];  
                    operand2 <= regfile[instruction[17:16]];  
                    offset <= instruction[11:4];
                    opcode <= instruction[3:0];
                    sel1 <= 1;  
                    sel3 <= 1;  
                    w_r <= 1;
                end
            end
            WRITE_BACK: begin  
                state = DECODE;  
                if (instruction[19:18] == 2'b01) begin  
                    regfile[instruction[17:16]] <= result2;  
                    operand1 <= regfile[instruction[15:14]];  
                    operand2 <= regfile[instruction[13:12]];  
                    offset <= instruction[11:4];
                    opcode <= instruction[3:0];
                    sel1 <= 1;
                    sel3 <= 0;
                    w_r <= 0;
                end else if (instruction[19:18] == 2'b11) begin  
                    state = DECODE; 
                end else if (instruction[19:18] == 2'b10) begin  
                    regfile[instruction[17:16]] <= result2;  
                    operand1 <= regfile[instruction[15:14]];  
                    operand2 <= regfile[instruction[17:16]];  
                    offset <= instruction[11:4];
                    opcode <= instruction[3:0];
                    sel1 <= 0;  
                    sel3 <= 1;  
                    w_r <= 0;
                end
            end
            default:  
            state = RESET;  
        endcase
    end
endmodule
--- /design/flow/run.sh ---
#!/bin/bash
# OpenROAD 26Q1-2900-gdf79404cd8, Yosys 0.63+post, stock flow scripts
make -C /OpenROAD-flow-scripts/flow DESIGN_CONFIG=/design/flow/config.mk WORK_HOME=/design/flow/orfs finish
--- /design/flow/config.mk ---
export PLATFORM = sky130hd
export DESIGN_NAME = CU
export DESIGN_NICKNAME = CU
export VERILOG_FILES = /design/flow/design.v
export SDC_FILE = /design/flow/constraint.sdc
export NUM_CORES = 4
export LEC_CHECK = 1
export CORE_UTILIZATION = 30
--- /design/flow/constraint.sdc ---
current_design CU

set clk_period 4.2
set clk_io_pct 0.2

create_clock -name clk0 -period $clk_period [get_ports {clk}]

set non_clock_inputs [all_inputs -no_clocks]
set_input_delay [expr $clk_period * $clk_io_pct] -clock clk0 $non_clock_inputs
set_output_delay [expr $clk_period * $clk_io_pct] -clock clk0 [all_outputs]
==> changes_impl.md <==
## Flow update

* Synth Flop Type: edfxtp_1
* RePlAce Congestion at roughly 0.8
* Fin area at 0.00453 sq mm
* Crit path max fanout at 16
* Critical path class: input pin to register
* Critical path capture point type: register
* Worst-path clk slew at about 60 ps
* # Cells Yosys at about 280
* DRC at 0
* Outcome: finished, final reports clean
* Worst-case clock buffer depth at 2
* Net Switching at 998 uW
* Num CTS Buffers at 9
* Endpoints failing setup at 0
* CTS tree: built
* Hold Vio Cnt, Final at 0
* Initial antenna violation count at 0
* Seq share, synth at between 50% and 60%
* Slowest cell on the critical path: a22oi_4
* Syn. warnings at 1
* Port bufs at 59
* Max H-tree Level at 3
* Synthesized instance count at ~280
* Max_cap viols at 0
* CTS resizes at 0
* Period minus WS final at between 3000 and 4000 ps
* Main area contributors: edfxtp_1 54%, mux2i_1 5.4%, and2_1 5.2%
* Sequential cell area at about 0.0020 sq mm
* EDFF count, synth at around 63
* Top-area cell type share of the netlist area at about 54%
* Area of the mapped netlist at approximately 0.0035 sq mm
* Leakage at approximately 0.0016 uW
* CTS Root Buffer Type: clkbuf_16
* DR iter-0 viols at between 100 and 150
* Die width at about 110 um
* CP endpoint: operand2[2]
* Syn avg cell area at 12.4 sq um
* Wire per inst at around 15 um
* Via count at ~2400
* Top delay family on crit path: AND-OR/OR-AND gates
* RSZ-0062 raised after global routing: no
* Startpoint types: input pin
* Combinational power share at around a third
* First-pass GRT wire length at between 10000 and 15000 um
* CP arrival at ~3300 ps
* Critical path depth at 8
* Crit path DRT at 4250 ps
* Post-synth regs at 67
* Distinct lib cells at roughly 44
* Post-detail-place hpwl at about 5200 um
* Maximum vdd ir drop at between 0.3 and 0.4 mV
* Num Clock Sinks at 67
* Gate Area at between 0.001 and 0.0015 sq mm
* Hold/Removal Path Class: register to register
* Net Sw Frac at between 30% and 40%
* Vias in the first global route at approximately 2300
* Drt via density at 4.90
* Reg power frac at 43.0%
* Buffer-and-inverter tally for the worst setup path at 2
* Cell taking the most area after synthesis: edfxtp_1
* Clock power frac at a little under a quarter
* Fin Clk Skew at about 5.4 ps
* Post-CTS Setup Repair Bufs at 0
* Crit path from: instr[19]
* Die extent in y at 110 um
* Reg2Reg Capture Point: regfile[0][3]
* Overflow after GRT at 0
* Fillers at approximately 1000
* Cells along the critical path: clkdlybuf4s50_1, inv_1, ha_1, nor2b_1, o211ai_1, a22oi_4, mux2i_1, o221ai_1
* Worst slew margin at between 50% and 60%
* R2R Setup Slk at 1400 ps
* Area delta synth->final at 29.4%
* Routed WL at approximately 7200 um
* R2r worst-path depth at 6
* Pre-antenna DRT Iters at 4
* GRT Total Usage at between 10 and 15%
* Setup_tns at 0 ps
* Worst slew pin tran at 683 ps
* Dpl cell area at 0.00423 sq mm
* Core Area at around 0.011 sq mm
* CP peak stage delay at around 600 ps
* Hold path depth at 2
* Antenna Nets Post-Route at 0
* Post-CTS Hold Fix Bufs at 0
* Slew Limit Fails at 0
* Period utilisation layout at 76.9%
* Peak Freq at 309 MHz
* Chip area at 0.0121 sq mm
* Fp_density at a little under a third
* Maximum number of pins on one net before global-route repair at 25
* # IOs at between 60 and 70
* Internal Power at between 2000 and 2500 uW
* Yosys stat area at approximately 0.0035 sq mm
* Worst skew pair latency at between 300 and 400 ps
* Pwr dens at slightly below 700 mW/mm^2
* RR Startpoint: state[3]
* Tool warnings at 31
* Row count at 39
* Layout cells sized above 1 at 10.7%
* Ys async rst share at 0%
* N_diodes at 0
## worst reg2reg max path, delay by kind of cell (launching register included)
kind	cells	cell delay, ps
and+or+nand+nor	4	1440
DFF	1	720
buffers and inverters	2	300
## area by class of cell
type,instances,share of cell area [%]
flip-flops and latches,67,43.5
multi-input cells,191,31.0
repair buffers,66,14.2
clock buffers,9,4.97
well taps,143,3.95
clock inverters,7,1.71
inverters,7,0.580
## per-stage QoR
stage	setup slack [ps]	instances	hold WS (ps)	power, uW	util (%)
after detailed placement	647	474	560	2400	37.2
after global routing	721	490	613	3330	39.8
after CTS	972	490	575	3160	39.8
after floorplan	93.5	283	504	1930	-
after global placement	692	474	565	2380	37.2
final	968	490	570	3120	39.8
## cells in the mapped netlist (all sizes together) (2+ instances only)
cell,number
mux4,8
nor3b,2
xor2,2
a22oi,9
mux2i,19
nand2,26
or3b,2
o31a,2
nor2,17
clkbuf,10
inv,7
ha,6
nand2b,5
nor3,6
or3,2
o221ai,8
buf,8
and2,29
a221o,4
dfxtp,4
edfxtp,63
o21ai,17
a21oi,12
o211ai,2
o22ai,2
## layer usage
metal  part of all wire [%]  global-route usage (%)  vias up
li1                       -                       -     1190
met1                     48                    20.6     1135
met2                     45                    19.0       71
met3                    5.8                    2.82        5
met4                   0.89                    1.81        0
met5                      0                       0        -
## cells by family (layout without fill, tap and decap cells)
family	Yosys count	after routing	share of synthesized area (%)
AND/OR/NAND/NOR	94	94	14.4
flip-flops	67	67	56.3
AND-OR/OR-AND	60	60	11.8
multiplexers	28	28	10.9
buffers and inverters	25	89	3.61
adder cells (fa/ha/maj)	6	6	2.15
XOR/XNOR	3	3	0.751
## state kept, by name, indices dropped and copies added, names as in the netlist
signal / cells
regfile: 32
offset: 8
operand1: 8
operand2: 8
opcode: 4
state: 4
sel1: 1
sel3: 1
w_r: 1
## worst min path at each step
stage           start  slack (ps)          end
4_1_cts   operand2[5]         580  operand2[5]
5_1_grt     opcode[0]         610    opcode[0]
6_report  operand2[5]         570  operand2[5]
## power groups by stage
stage                 clock network, uW  registers, uW  logic [uW]
final                               747           1340        1030
after CTS                           765           1340        1050
after global routing                793           1380        1160
## placed cells by master (no fill, tap or decap), drive strengths merged, types with 2 or more instances in the layout
cell / count
a21oi: 12
a221o: 4
a22oi: 9
and2: 29
buf: 7
clkbuf: 9
clkdlybuf4s50: 59
clkinv: 4
dfxtp: 4
edfxtp: 63
ha: 6
inv: 8
mux2i: 19
mux4: 8
nand2: 26
nand2b: 5
nor2: 17
nor3: 6
nor3b: 2
o211ai: 2
o21ai: 17
o221ai: 8
o22ai: 2
o31a: 2
or3: 2
or3b: 2
xor2: 2
Power figures rest on the tool's default switching activity, not on a simulated workload.
